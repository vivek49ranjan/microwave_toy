==> flow/design.v <==
module seven_segment (
    input [3:0] number,
    input reset,
    output reg a,
    output reg b,
    output reg c,
    output reg d,
    output reg e,
    output reg f,
    output reg g
);
always @(*) begin
    if (reset) begin
        a = 0; b = 0; c = 0; d = 0; e = 0; f = 0; g = 0;
    end else begin
        case (number)
            4'd0: {a,b,c,d,e,f,g} = 7'b1111110;
            4'd1: {a,b,c,d,e,f,g} = 7'b0110000;
            4'd2: {a,b,c,d,e,f,g} = 7'b1101101;
            4'd3: {a,b,c,d,e,f,g} = 7'b1111001;
            4'd4: {a,b,c,d,e,f,g} = 7'b0110011;
            4'd5: {a,b,c,d,e,f,g} = 7'b1011011;
            4'd6: {a,b,c,d,e,f,g} = 7'b1011111;
            4'd7: {a,b,c,d,e,f,g} = 7'b1110000;
            4'd8: {a,b,c,d,e,f,g} = 7'b1111111;
            4'd9: {a,b,c,d,e,f,g} = 7'b1111011;
            default: {a,b,c,d,e,f,g} = 7'b0000000;
        endcase
    end
end
endmodule
==> flow/run.sh <==
#!/bin/bash
# OpenROAD 26Q1-2900-gdf79404cd8, Yosys 0.63+post, stock flow scripts
make -C /OpenROAD-flow-scripts/flow DESIGN_CONFIG=/design/flow/config.mk WORK_HOME=/design/flow/orfs finish
==> flow/config.mk <==
export PLATFORM = sky130hd
export DESIGN_NAME = seven_segment
export DESIGN_NICKNAME = seven_segment
export VERILOG_FILES = /design/flow/design.v
export SDC_FILE = /design/flow/constraint.sdc
export NUM_CORES = 4
export LEC_CHECK = 1
export CORE_AREA = 10 10 70 70
export DIE_AREA = 0 0 80 80
==> flow/constraint.sdc <==
current_design seven_segment

set clk_period 2.0
set clk_io_pct 0.2

create_clock -name clk0 -period $clk_period

set non_clock_inputs [all_inputs -no_clocks]
set_input_delay [expr $clk_period * $clk_io_pct] -clock clk0 $non_clock_inputs
set_output_delay [expr $clk_period * $clk_io_pct] -clock clk0 [all_outputs]
==> impl_metrics.yaml <==
# synthesis and place-and-route metrics
floorplanning:
  dieArea_mm2: 0.006400
  rows: 21
  io_pins: 12
  die_y_um: 80
  die_w_um: 80
  fp-utilization_pct: 6.740
  core-area_mm2: 0.003416
final_timing:
  rsz0062_at_grt: "false"
  worstMarginPinSlew_ps: 214.9
  period_used_pct: 96.43
  finalCriticalPeriod_ps: 1929
  hold_viol: 0
  setup_violations: 0
  fmax_ghz: 0.5185
  fin_ws_ps: 71.39
  slew_viol_final: 0
  maxSlewHeadroom_pct: 85.55
synthesis:
  netlist_instances: 31
  ys_seq_share_pct: 0
  postSynthAreaPerCell_um2: 7.426
  xor_share_pct: 3.804
  fa_ha_area_share_pct: 27.17
  synth_area_um2: 230.2
  synth.distinct_cells: 16
  topCellsByArea: "ha_1, nand2b_1, o22ai_1"
  top_cell_area_share_pct: 27.17
  aoi_share_pct: 21.20
  synth_warnings: 1
  simple_gate_share_pct: 35.33
  ys_sh_mux_pct: 4.348
  yosysTopAreaCell: "ha_1"
  synthTopCellsByCount: "ha_1, nand2b_1, nor2_1, o22ai_1"
  ys_cells: 31
  yosys_area_um2: 230.2
  top_cell: "ha_1"
  topCombFamilyByArea: "simple AND/OR/NAND/NOR gates"
cells_and_area:
  final_area_um2: 432.9
  final_core_util_pct: 12.67
  clock_buffers: 0
  area_growth_pct: 88.04
  seq_cell_count: 0
  regArea_um2: 0
  drive_above_1_share_pct: 28.57
global_route:
  grt_max_degree: 8
  use_met1_pct: 2.835
  track_usage_pct: 2.217
  globalRouteMet2Util_pct: 3.852
  grt_pass1_wl_mm: 1.221
  top_usage_layer: "met2"
  grt_pass1_vias: 269
  grt_util_met3_pct: 0.5682
  antenna_found_initial: 0
  grt-ovfl-total: 0
placement:
  dpl_cell_area_um2: 449.2
  port_buffers: 12
  dpl_worst_slack_ps: -532.9
  gp_congestion: 0.8099
critical_path:
  crit_arrival_ps: 1530
  critPathLaunchType: "input pin"
  worstSetupPathType: "in -> out"
  end_kind: "primary output"
  critPathMaxFanout: 2
  required_ps: 1600
detailed_routing:
  antenna_cells: 0
  wl_um: 736
  route.vias.total: 272
  wire_per_inst_um: 7.747
  first_pass_iters: 2
  drc: 0
  dr.first_iter.drc_count: 20
  antenna_left: 0
  viasPerCell: 2.863
min_path:
  whs_endpoint: "f"
  hp-class: "in -> out"
  hp-start: "number[1]"
  holdPathStages: 5
pwr:
  p_leak_nw: 0.1972
  peakVddDrop_mv: 0.02552
  p_total_w: 0.00006822
  powerDensity_mw_per_mm2: 157.6
clock_tree:
  cts_setup_buffers: 0
  cts.hold.buffers_added: 0
job:
  warning_count: 37
  drv_cap: 0
outcome:
  status: "finished, final reports clean"
-- kinds of logic after synthesis --
| kind of cell | after synthesis |
|---|---|
| AND-OR/OR-AND | 8 |
| XOR/XNOR | 1 |
| buffers and inverters | 3 |
| multiplexers | 1 |
| adder cells (fa/ha/maj) | 5 |
| AND/OR/NAND/NOR | 13 |
-- timing repair --
action | CTS | global route
resized | 17 | 7
endpoints found under the setup margin | 7 | 5
pin swaps | 1 | 1
-- final cells by class --
type	instances	area [µm²]
tap	46	57.56
multi-input combinational	28	211.5
inverter	2	7.507
timing repair buffer	19	156.4
fill	397	2983
-- cells in the final DEF, fill, tap and decap left out --
cell	count
nor2b_1	2
o31ai_1	1
o21ai_1	1
buf_4	6
ha_1	5
mux2i_1	1
buf_6	1
xnor2_1	1
a21oi_1	2
clkdlybuf4s15_1	2
clkdlybuf4s15_2	1
inv_2	2
dlygate4sd2_1	5
nand2b_1	4
a21o_1	1
nor2_1	3
clkdlybuf4s50_1	1
nand2b_4	1
clkbuf_2	3
or2_0	1
o22ai_1	3
or2_1	2
-- metal layers --
layer,vias to the layer above,wire [µm]
met5,-,0
met4,0,0
met3,0,55
met2,7,344
met1,124,336
li1,141,-
-- worst max-delay path by stage --
stage         slack (ps)  to  cells past startpoint      start
CTS                   -4   d                      7  number[1]
global route           3   g                      5      reset
finish                70   g                      5      reset
-- metrics by stage --
step	TNS, ps	hold WS (ps)	instances
floorplan	0	810.6	31
global placement	-3147	1880	95
detailed placement	-3238	1878	95
CTS	-3.597	1480	95
global route	0	1368	95
finish	0	1300	95
-- worst max-delay path: stages --
cell and delay (ps):
clkdlybuf4s50_1 420, or2_1 250, buf_4 140, o22ai_1 120, clkdlybuf4s15_1 200
-- power by group --
group / switching [W] / internal, W / leakage (nW)
Clock: 0 / 0 / 0
Combinational: 0.0000281 / 0.0000401 / 0.197
Sequential: 0 / 0 / 0
Total: 0.0000281 / 0.0000401 / 0.197
Power and IR drop assume default switching activity.
