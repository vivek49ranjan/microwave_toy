## design.v

```verilog
module start_30_button (
    input clk,
    input reset,
    input prev_power_state,
    output reg microwave_power_on,
    input [3:0] current_first_sec,
    input [3:0] current_second_sec,
    input [3:0] current_first_min,
    input [3:0] current_second_min,
    output reg [3:0] new_first_s,
    output reg [3:0] new_second_s,
    output reg [3:0] new_first_m,
    output reg [3:0] new_second_m,
    input start_button
);
    reg start_button_sync;
    reg start_button_prev;
    wire start_button_edge;
    always @(posedge clk or posedge reset) begin
        if (reset) begin
            start_button_sync <= 0;
            start_button_prev <= 0;
        end else begin
            start_button_sync <= start_button;
            start_button_prev <= start_button_sync;
        end
    end
    assign start_button_edge = (start_button_sync == 1'b1) && (start_button_prev == 1'b0);
    reg [9:0] total_seconds_current;
    reg [9:0] total_seconds_new;
    always @(posedge clk or posedge reset) begin
        if (reset) begin
            microwave_power_on <= 0;
            new_first_s <= 4'd0;
            new_second_s <= 4'd0;
            new_first_m <= 4'd0;
            new_second_m <= 4'd0;
        end else begin
            microwave_power_on <= 0;
            new_first_s <= current_first_sec;
            new_second_s <= current_second_sec;
            new_first_m <= current_first_min;
            new_second_m <= current_second_min;
            if (start_button_edge) begin
                microwave_power_on <= 1;
                total_seconds_current = (current_second_min * 600) + (current_first_min * 60) +
                                        (current_second_sec * 10) + current_first_sec;
                total_seconds_new = total_seconds_current + 30;
                if (total_seconds_new > (99 * 60 + 59)) begin
                    total_seconds_new = (99 * 60 + 59);
                end
                new_second_m <= (total_seconds_new / 600);
                new_first_m  <= ((total_seconds_new / 60) % 10);
                new_second_s <= ((total_seconds_new % 60) / 10);
                new_first_s  <= ((total_seconds_new % 60) % 10);
            end
        end
    end
endmodule
```

## run.sh

```bash
#!/bin/bash
# OpenROAD 26Q1-2900-gdf79404cd8, Yosys 0.63+post, stock flow scripts
make -C /OpenROAD-flow-scripts/flow DESIGN_CONFIG=/design/flow/config.mk WORK_HOME=/design/flow/orfs finish
```

## config.mk

```make
export PLATFORM = sky130hd
export DESIGN_NAME = start_30_button
export DESIGN_NICKNAME = start_30_button
export VERILOG_FILES = /design/flow/design.v
export SDC_FILE = /design/flow/constraint.sdc
export NUM_CORES = 4
export LEC_CHECK = 1
export CORE_UTILIZATION = 30
```

## constraint.sdc

```tcl
current_design start_30_button

set clk_period 1.8
set clk_io_pct 0.2

create_clock -name clk0 -period $clk_period [get_ports {clk}]

set non_clock_inputs [all_inputs -no_clocks]
set_input_delay [expr $clk_period * $clk_io_pct] -clock clk0 $non_clock_inputs
set_output_delay [expr $clk_period * $clk_io_pct] -clock clk0 [all_outputs]
```

==> Changelog: implementation <==
### Implementation results

- Drc violations: 0
- Worst slew pin tran: 0.503 ns
- Ant diodes: 0
- P&R area growth vs syn: 67.0%
- Via count of the first global-routing pass: 3868
- Critical-path top delay cell: fa_1
- Violated checks: negative setup slack
- Core Rows: 40
- Max incr delay on CP: 0.59 ns
- Final wirelength: 10600 um
- Initial antenna violation count: 0
- DR iter-0 viols: 178
- Die Width: 113 um
- H-tree lvl count: 1
- CTS tree: done
- Final Util: 0.513
- Worst-path clk slew: 0.05 ns
- Total grt overflow: 0
- RD Place Congestion: 0.873
- Final Critical Period: 7.97 ns
- IO Pins: 37
- Die area: 12700 um^2
- Yosys stat cell total: 425
- Top FF cell, synth: dfrtp_1
- Synthesized area: 3690 um^2
- Most frequent CP cell: ha_4
- HPWL reported at the end of detailed placement: 8190 um
- Max-cap viol count: 0
- Max FO, Critical Path: 6
- First-pass GRT wire length: 17500 um
- Via/cell ratio: 5.11
- Floorplan core density: 0.307
- DP Worst Slack: -7.03 ns
- Area share, top type: 0.170
- CP Class: in -> reg
- Mean post-synth cell area: 8.67 um^2
- ANT nets after route: 0
- Post-synth ARST share: 1.00
- Fill cells: 999
- Share of layout cells above drive strength 1: 0.456
- Clk latency late pin: 0.25 ns
- Area leader, netlist: ha_1
- Crit path DAT: 8.14 ns
- Final tally of max-slew violations: 0
- Final non-filler cell total: 767
- Worst path required time: 1.97 ns
- Placed insts: 724
- Number of enable flip-flop cells: 0
- Fmax: 0.125 GHz
- Routed vias: 3923
- CTS Buf Count: 3
- Setup TNS: -65.00 ns
- Log Warnings: 34
- CP Capture Type: flip-flop
- CTS Hold Bufs: 0
- GRT Total Usage: 0.169
- Setup WS post-layout: -6.17 ns
- Unique cell types: 79
- Hold Fails Final Rpt: 0
- Root buffer cell: clkbuf_16
- Setup Viol. Count Final: 12
- YS warnings: 1
- Min-Delay Path Class: in -> async
- Crit path launch type: primary input
- Design area: 6160 um^2
- Clk_skew: 0.00245 ns
- Slew Limit Headroom: 0.661
- RSZ-0062 raised after global routing: yes
- Clock Path Buffers: 2
- Largest net degree at the start of global routing: 16
- Status: complete, but fails checks
- Cells after synthesis: 425
- Chip height: 113 um
- Sink Count: 19
- Port Buffers: 35
- Synth top area cells: ha_1 17%, dfrtp_1 13%, fa_1 8.1%
- Core area: 12000 um^2
- Detailed Routing Iterations Pass 1: 4
- Routed WL per cell: 13.8 um
- Sequential fraction of the synthesis area: 0.129
- Final Cycle Share: 4.43
- Flops after synth: 19
- Yosys Chip Area: 3690 um^2
- DP Area: 5280 um^2
==> worst max-delay path, delay by kind of cell <==
| kind | cells | cell delay, ns |
|---|---|---|
| compound gates | 10 | 2.19 |
| xor+xnor | 2 | 0.27 |
| fa+ha+maj | 8 | 2.86 |
| buf+inv | 8 | 0.87 |
| mux | 1 | 0.28 |
| simple gates | 6 | 1.32 |
==> layer usage <==
metal,global-route usage,part of all wire
met1,0.252,0.49
met2,0.282,0.46
met3,0.0136,0.042
met4,0.0116,0.0038
met5,0,0
==> layout by cell type, fill, tap and decap left out, types with 5 or more instances in the layout <==
cell type	instances
buf_6	20
o211ai_1	9
buf_4	153
a31oi_1	6
ha_1	36
a21oi_2	7
o21ai_1	5
ha_4	12
o21ai_0	8
a21oi_1	20
inv_1	35
xnor2_1	11
fa_1	13
nand2_1	29
o21a_1	7
nor2_1	17
clkdlybuf4s50_1	31
nand3_1	11
inv_2	5
o21ai_2	6
a21o_1	7
dfrtp_1	19
nor3_1	8
==> worst paths after layout <==
kind / start / to / slack, ns / cells after the start
setup / recovery: current_first_min[2] / new_first_s[1] / -6.17 / 35
hold reg to reg: start_button_sync / start_button_prev / 0.38 / 0
min in group clk0: start_button_sync / start_button_prev / 0.38 / 0
setup reg to reg: start_button_sync / new_first_s[3] / 0.45 / 6
hold / removal: reset / new_first_s[2] / 0.32 / 2
max in group asynchronous: reset / microwave_power_on / 1.06 / 3
==> final cells by class <==
type	instances	area [um^2]	share of cell area
multi-input cells	350	3550	0.577
repair buffers	207	1720	0.279
flip-flops and latches	19	475	0.0772
well taps	147	184	0.0299
inverters	40	150	0.0244
clock buffers	4	78.8	0.0128
==> timing repair <==
| item | CTS | global route |
|---|---|---|
| buffers inserted | 26 | 15 |
| endpoints found under the setup margin | 12 | 12 |
| resized | 63 | 55 |
| pin swaps | 52 | 44 |
==> metrics by stage <==
stage / hold WS (ns)
6_report: 0.318
5_1_grt: 0.359
3_5_place_dp: 0.383
4_1_cts: 0.328
2_1_floorplan: 0.311
3_3_place_gp: 0.367
==> sequential cells by signal (all words and copies together) (netlist names) <==
signal	flops
new_first_m	4
start_button_sync	1
new_second_s	4
new_second_m	4
start_button_prev	1
new_first_s	4
microwave_power_on	1
==> cells in the mapped netlist, types with 5 or more instances <==
master	number
ha_1	50
mux2i_1	7
inv_1	39
xnor2_1	15
and3_1	5
dfrtp_1	19
o21a_1	7
a21o_1	7
clkbuf_1	9
o31ai_1	6
o21ai_0	19
a31oi_1	6
nor2_1	19
o211ai_1	9
fa_1	15
nor4_1	6
and2_1	6
nor3_1	11
a211oi_1	7
nand2_1	32
nand3_1	12
a21oi_1	28
xor2_1	5
==> kinds of logic (layout without fill, tap and decap cells) <==
family	after synthesis	after routing	share of synthesized area
xor+xnor	24	24	0.0689
mux	10	10	0.0302
flops	19	19	0.129
simple gates	121	121	0.188
fa+ha+maj	66	66	0.254
buf+inv	56	251	0.0642
compound gates	129	129	0.266
